File: flow/run.sh
#!/bin/bash
# OpenROAD 26Q1-2900-gdf79404cd8, Yosys 0.63+post, stock flow scripts
make -C /OpenROAD-flow-scripts/flow DESIGN_CONFIG=/design/flow/config.mk WORK_HOME=/design/flow/orfs finish
File: flow/config.mk
export PLATFORM = sky130hd
export DESIGN_NAME = board
export DESIGN_NICKNAME = board
export VERILOG_FILES = /design/flow/design.v
export SDC_FILE = /design/flow/constraint.sdc
export NUM_CORES = 4
export LEC_CHECK = 1
export CORE_UTILIZATION = 40
export SYNTH_HDL_FRONTEND = slang
File: flow/constraint.sdc
current_design board

set clk_period 159.4
set clk_io_pct 0.2

create_clock -name clk0 -period $clk_period [get_ports {clk2}]

set non_clock_inputs [all_inputs -no_clocks]
set_input_delay [expr $clk_period * $clk_io_pct] -clock clk0 $non_clock_inputs
set_output_delay [expr $clk_period * $clk_io_pct] -clock clk0 [all_outputs]
File: flow/design.v
module board(clk,clk2,display,grounds,rowwrite,colread);
output[3:0] rowwrite;
input [3:0] colread;
wire [11:0] address;
input clk;
input clk2;
wire memwt;
output wire[6:0] display;
output wire[3:0] grounds;
reg [15:0] data_in;
wire [15:0] data_out;
wire [15:0]ramOut;
reg [25:0] clk3;
always @(posedge clk2)
    clk3<=clk3+1;
initial clk3=0;
wire[3:0] keyout;
reg [15:0] data_all;
reg [1:0] ready_buffer;
reg ack;
reg statusordata;
wire[15:0] reg0;
localparam	BEGINMEM=12'h000,
		ENDMEM=12'h05f,
		KEYPAD=12'h060,
		SEVENSEG=12'h070;
always @(*)
	if ( (BEGINMEM<=address) && (address<=ENDMEM) )
		begin
			data_in=ramOut;
			ack=0;
			statusordata=0;
		end
	else if (address==KEYPAD+1)
		begin	
			statusordata=1;
			data_in=keyout;
			ack=0;
		end
	else if (address==KEYPAD)
		begin
			statusordata=0;
			data_in=keyout;
			ack=1;
		end
	else
		begin
			data_in=16'hf345;  
			ack=0;
			statusordata=0;
		end
wire cMain;
assign cMain= clk2;
always@(posedge cMain)
	if (memwt &&SEVENSEG==address )
			data_all<=data_out;
ram ram1(.din(data_out),.address(address),.memwt(memwt),.clk(cMain),.dout(ramOut));
processor cpu(.clk(cMain),.data_out(data_out),.data_in(data_in),.address(address),.memwt(memwt));
keypad  kp1(.rowwrite(rowwrite),.colread(colread),.clk(cMain),.keyout(keyout),.statusordata(statusordata),.ack(ack));
sevensegment sseg(.datain(data_all),.grounds(grounds),.display(display),.clk(clk2));
initial begin
data_all=0;
end
endmodule
module ram
(	
	input [15:0] din,
	input [11:0] address,
	input memwt, clk,
	output [15:0] dout);
	reg [15:0] ram[0:127];
	integer i;
initial begin
            for (i=0;i<128;i=i+1)
            begin
                ram[i]=16'h0;  
            end                       
            $readmemh("C:/intelFPGA_lite/18.0/RAM.txt", ram);
          end
	localparam	BEGINMEM=12'h000,
		ENDMEM=12'h5f;
	always @(posedge clk)
	begin
			if (memwt &&( (BEGINMEM<=address) && (address<=ENDMEM) ))
			ram[address]<=din;
		end
	assign dout = ram[address];
endmodule
module keypad(
						output reg [3:0] rowwrite,
						input [3:0] colread,
						input clk,
						input ack,
						input statusordata,
						output reg [15:0] keyout
						);
wire keypressed;		
reg [25:0] clk1;
reg ready;
reg [3:0] keyread, data;
reg [3:0] rowpressed;
reg [3:0] pressedcol [0:3];
reg [11:0] rowpressed_buffer0, rowpressed_buffer1, rowpressed_buffer2, rowpressed_buffer3;
reg [3:0] rowpressed_debounced;
always @(posedge clk)
	clk1<=clk1+1;
always @(posedge clk1[15])
	rowwrite<={rowwrite[2:0], rowwrite[3]};
always @(posedge clk1[15])
	if (rowwrite== 4'b1110)
		begin
			rowpressed[0]<= ~(&colread);  
			pressedcol[0]<=colread;
		end
	else if (rowwrite==4'b1101)
		begin
			rowpressed[1]<= ~(&colread);  
			pressedcol[1]<=colread;
		end
	else if (rowwrite==4'b1011)
		begin
			rowpressed[2]<= ~(&colread);  
			pressedcol[2]<=colread;
		end
	else if (rowwrite==4'b0111)
		begin
			rowpressed[3]<= ~(&colread);  
			pressedcol[3]<=colread;
		end
wire transition0_10;
wire transition0_01;
assign transition0_10=~|rowpressed_buffer0;
assign transition0_01=&rowpressed_buffer0;
wire transition1_10;
wire transition1_01;
assign transition1_10=~|rowpressed_buffer1;
assign transition1_01=&rowpressed_buffer1;
wire transition2_10;
wire transition2_01;
assign transition2_10=~|rowpressed_buffer2;
assign transition2_01=&rowpressed_buffer2;
wire transition3_10;
wire transition3_01;
assign transition3_10=~|rowpressed_buffer3;  
assign transition3_01=&rowpressed_buffer3;   
always @(posedge clk1[15])
	begin
		rowpressed_buffer0<= {rowpressed_buffer0[10:0],rowpressed[0]};
		if (rowpressed_debounced[0]==0 && transition0_01)
			rowpressed_debounced[0]<=1;
		if (rowpressed_debounced[0]==1 && transition0_10)
			rowpressed_debounced[0]<=0;
	rowpressed_buffer1<= {rowpressed_buffer1[10:0],rowpressed[1]};
		if (rowpressed_debounced[1]==0 && transition1_01)
			rowpressed_debounced[1]<=1;
		if (rowpressed_debounced[1]==1 && transition1_10)
			rowpressed_debounced[1]<=0;
	rowpressed_buffer2<= {rowpressed_buffer2[10:0],rowpressed[2]};
		if (rowpressed_debounced[2]==0 && transition2_01)
			rowpressed_debounced[2]<=1;
		if (rowpressed_debounced[2]==1 && transition2_10)
			rowpressed_debounced[2]<=0;
	rowpressed_buffer3<= {rowpressed_buffer3[10:0],rowpressed[3]};
		if (rowpressed_debounced[3]==0 && transition3_01)
			rowpressed_debounced[3]<=1;
		if (rowpressed_debounced[3]==1 && transition3_10)
			rowpressed_debounced[3]<=0;
	end 
always @*
	begin
		if (rowpressed_debounced[0]==1)
			begin
				if (pressedcol[0]==4'b1110)
					keyread=4'h1;
				else if (pressedcol[0]==4'b1101)
					keyread=4'h2;
				else if (pressedcol[0]==4'b1011)
					keyread=4'h3;
				else if (pressedcol[0]==4'b0111)
					keyread=4'hA;
				else keyread=4'b0000;
			end
		else if (rowpressed_debounced[1]==1)
			begin
				if (pressedcol[1]==4'b1110)
					keyread=4'h4;
				else if (pressedcol[1]==4'b1101)
					keyread=4'h5;
				else if (pressedcol[1]==4'b1011)
					keyread=4'h6;
				else if (pressedcol[1]==4'b0111)
					keyread=4'hB;
				else keyread=4'b0000;
			end
		else if (rowpressed_debounced[2]==1)
			begin
				if (pressedcol[2]==4'b1110)
					keyread=4'h7;
				else if (pressedcol[2]==4'b1101)
					keyread=4'h8;
				else if (pressedcol[2]==4'b1011)
					keyread=4'h9;
				else if (pressedcol[2]==4'b0111)
					keyread=4'hC;
				else keyread=4'b0000;
			end
		else if (rowpressed_debounced[3]==1)
			begin
				if (pressedcol[3]==4'b1110)
					keyread=4'hE;
				else if (pressedcol[3]==4'b1101)
					keyread=4'h0;
				else if (pressedcol[3]==4'b1011)
					keyread=4'hF;
				else if (pressedcol[3]==4'b0111)
					keyread=4'hD;
				else keyread=4'b0000;
			end
		else keyread=4'b0000;
	end  
assign keypressed= rowpressed_debounced[0]||rowpressed_debounced[1]||rowpressed_debounced[2]||rowpressed_debounced[3];
reg [1:0] keypressed_buffer;  
always @(posedge clk)
	keypressed_buffer<={keypressed_buffer[0],keypressed};
always @(posedge clk)
	if ((keypressed_buffer==2'b01)&&(ready==0))
		begin
			data<=keyread;
			ready<=1;
		end
	else if ((ack==1)&&(ready==1))
		ready<=0;
always @(*)
	if (statusordata==1)
		keyout={15'b0,ready};
	else
		keyout={12'b0,data};
initial 
	begin
		rowwrite=4'b1110;		
		ready=0;
	end
endmodule
module processor( clk, data_out, data_in, address, memwt);
    input clk;
    input [15:0] data_in;
    output reg[15:0] data_out;
    output reg [11:0] address;
    output wire memwt;
    reg [11:0]  ir;
    reg [11:0] pc;
    reg [3:0]  state;
    reg [15:0] regbank [7:0];
    reg [15:0] result;
     localparam   FETCH=4'b0000,
                  LDI=4'b0001,
                  LD=4'b0010,
                  ST=4'b0011,
                  JZ=4'b0100,
                  JMP=4'b0101,
                  ALU=4'b0111,
						PUSH=4'b1000,
						POP=4'b1001,
						CALL=4'b1010,
						RET=4'b1011,
						POP2=4'b1100,
						RET2=4'b1101;
   wire intflag;
	wire zeroresult;
   always @(posedge clk)
        case(state)
            FETCH: 
            begin
                if ( data_in[15:12]==JZ) 
                    if (regbank[6][0])
                        state <= JMP;
                    else
                        state <= FETCH;
                else
                    state <= data_in[15:12];
                ir<=data_in[11:0];
                pc<=pc+1;
            end
            LDI:
            begin
                regbank[ ir[2:0] ] <= data_in;
                pc<=pc+1;
                state <= FETCH;
            end
            LD:
                begin
                    regbank[ ir[2:0] ] <= data_in;
                    state <= FETCH;  
                end 
            ST:
                begin
                    state <= FETCH;  
                end    
            JMP:
                begin
                    pc <= pc+ir;
                    state <= FETCH;  
                end          
            ALU:
                begin
                    regbank[ir[2:0]]<=result;
                    regbank[6][0]<=zeroresult;
                    state <= FETCH;
                end
			   PUSH: 
					begin
				      regbank[7]<=regbank[7]-1;
						state<=FETCH;
						 end
				POP:
					begin
						regbank[7]<=regbank[7]+1;
				      state<=POP2;
					end
				POP2:
				   begin
						regbank[ir[2:0]]<=data_in;
						state<=FETCH;
						 end
				CALL:
					begin
						regbank[7]<=regbank[7]-1;
						pc<=pc+ir;
						state<=FETCH;
					end
				RET:
					begin
						regbank[7]<=regbank[7]+1;
						state<=RET2;
					end
				RET2:
					begin
						pc<=data_in;
						state<=FETCH;
					end
        endcase
    always @*   
	 begin
        case (state)
		      PUSH:    begin 
								address=regbank[7][11:0];
								data_out=regbank[ ir[5:3] ]; 
							end
				POP2:    begin address=regbank[7][11:0];
				data_out=regbank[ ir[8:6] ]; end
				CALL:    
							begin 
								address=regbank[7][11:0];
								data_out=pc;	
							end
				RET2:    begin address=regbank[7][11:0];
				data_out=regbank[ ir[8:6] ]; end
            LD:      begin address=regbank[ir[5:3]][11:0];
				data_out=regbank[ ir[8:6] ]; end
            ST:      begin address=regbank[ir[5:3]][11:0];
				data_out=regbank[ ir[8:6] ]; end
            default: 				
							begin 
								address=pc;
				            data_out=regbank[ ir[8:6] ]; 
							end
         endcase
	 end 
    assign memwt=(state==ST)|(state==PUSH)|(state==CALL);
    always @*
        case (ir[11:9])
            3'h0: result = regbank[ir[8:6]]+regbank[ir[5:3]];
            3'h1: result = regbank[ir[8:6]]-regbank[ir[5:3]];
            3'h2: result = regbank[ir[8:6]]&regbank[ir[5:3]];
            3'h3: result = regbank[ir[8:6]]|regbank[ir[5:3]];
            3'h4: result = regbank[ir[8:6]]^regbank[ir[5:3]];
            3'h7: case (ir[8:6])
                        3'h0: result = !regbank[ir[5:3]];
                        3'h1: result = regbank[ir[5:3]];
                        3'h2: result = regbank[ir[5:3]]+1;
                        3'h3: result = regbank[ir[5:3]]-1;
                        default: result=16'h0000;
                    endcase
            default: result=16'h0000;
        endcase
	assign zeroresult = ~|result;
    initial begin
      state=FETCH;
		pc=0;
		regbank[0]=0;
		regbank[1]=0;
		regbank[2]=0;
		regbank[3]=0;
		regbank[4]=0;
		regbank[5]=0;
		regbank[6]=0;
		regbank[7]=0;
		end
endmodule
module sevensegment(datain, grounds, display, clk);
	input wire [15:0] datain;
	output reg [3:0] grounds;
	output reg [6:0] display;
	input clk;
	reg [3:0] data [3:0];
	reg [1:0] count;
	reg [25:0] clk1;
always @(posedge clk1[15])  
begin
    grounds<={grounds[2:0],grounds[3]};
    count<=count+1;
end
always @(posedge clk)
    clk1<=clk1+1;
	always @(*)
		case(data[count])	
0:display=7'b1111110;  
1:display=7'b0110000;
2:display=7'b1101101;
3:display=7'b1111001;
4:display=7'b0110011;
5:display=7'b1011011;
6:display=7'b1011111;
7:display=7'b1110000;
8:display=7'b1111111;
9:display=7'b1111011;
'ha:display=7'b1110111;
'hb:display=7'b0011111;
'hc:display=7'b1001110;
'hd:display=7'b0111101;
'he:display=7'b1001111;
'hf:display=7'b1000111;
default display=7'b1111111;
		endcase
	always @*
		begin
			data[0] = datain[15:12];
			data[1] = datain[11:8];
			data[2] = datain[7:4];
			data[3] = datain[3:0];
		end
	initial begin		
		count = 2'b0;
		grounds = 4'b1110;
		clk1=0;
	end
endmodule
==> impl_metrics.ini <==
; flow metrics
[run_status]
status = finished, final reports clean

[final_timing]
tightest_slew_ps = 1040
finalMaxSlewViolations = 0
clock_skew_ps = 47.8
grt_setup_unrepaired = no
final_hold_viol_count = 0
setup_tns_ps = 0
untimed_endpoints = 115
max_freq_mhz = 28.8
unclocked_regs = 82
slew_headroom = 0.298
period_used_share = 0.218
finalSetupViolCount = 0
period_minus_slack_ps = 34720

[setup_path]
critPathKind = reg -> out
cp_slowest_cell = mux4_2
path_max_fanout = 12
cp.arrival_ps = 2840
cp_cell_sequence = mux4_2 > nor2b_1 > a22o_1 > a21oi_1 > clkdlybuf4s50_1
worstSetupEndpointType = primary output
worst_ep_required_time_ps = 127520
cp_top_family = multiplexers
max_stage_delay_ps = 610
path_buffers = 1
crit_path_start_kind = flop

[logic_synthesis]
xor_area_frac = 0.0110
yosys.area_share.aoi = 0.0849
netlist_logic_family_top = simple AND/OR/NAND/NOR gates
yosys_area_mm2 = 0.0781
ys_types = 104
ys_seq_frac = 0.693
yosysWarnings = 0
ys_async_sr_fraction = 0
avgSynthCellArea_um2 = 14.1
ys_sh_simple = 0.101
ys_cells = 5530
edf_count = 1732
netlist_area_mm2 = 0.0781
synth_flops = 1835
yosys-mux-area-fraction = 0.0702
synthFlopType = edfxtp_1
synthCells = 5530
adder_share = 0.0142

[cts]
cts.path.max_buffers = 3
postCtsSetupBuffers = 0
cts-root-buf = clkbuf_16
h-tree-depth = 4
cts_resized = 0
clk_latency_ps = 850
cts_made_buffers = 176
cts_tree = yes
cts.reportedPaths.clkPinSlew_ps = 60
postCtsHoldBufs = 0

[layout]
area.growth.synth_to_final_pct = 12.3
final-seq-area_mm2 = 0.0541
final-instance-count-excl-fill = 8316
drive_above_1_share = 0.130
lay_top_count = edfxtp_1
logic_area_mm2 = 0.0223
lay_top_cells = edfxtp_1, nand2_1, buf_4, mux2i_1, nor2_1
n_fill_cell = 16300

[drt]
drt_pre_antenna_iters = 5
drc = 0
vias = 48000
wl_um = 217000
post_drt_wl_per_cell_um = 26.1
via_per_inst = 5.77
ant_nets = 0
drt_iter0_drc = 3561

[pwr]
peakVddDrop_uv = 13.1
power_density_mw_per_mm2 = 10.2
p_leak_nw = 27.8

[min_path]
hp-class = reg -> reg

[global_route]
grt-ovfl-total = 0
grt_usage = 0.240
first_global_vias = 48600
grt_max_degree = 108
grt_first_pass_wirelength_um = 321000
antenna_found_initial = 4

[floorplan]
ioPinCount = 21
fp_util = 0.404
dieHeight_um = 444
chip_area_mm2 = 0.197
row_count = 161
die_x_um = 444
coreArea_mm2 = 0.193

[place]
dp_hpwl_um = 133000
io_buffers = 19
routabilityCongestion = 0.943
dp_cells = 8002

[run]
maxCapViolCount = 0
log.warning_count = 57
[registers in the layout, summed over array words and instances, names as in the netlist, 12 cells and up, named ones only]
register	flops
kp1.clk1	16
sseg.clk1	16
ram1.ram	1536
data_all	16
kp1.rowpressed_buffer3	12
kp1.pressedcol	16
kp1.rowpressed_buffer0	12
cpu.ir	12
cpu.regbank	128
cpu.pc	12
kp1.rowpressed_buffer1	12
kp1.rowpressed_buffer2	12
[cells in the mapped netlist, types with 103 or more instances]
master,instances,area [um2]
a31oi_1,172,1080
a21oi_1,144,721
nand2_1,875,3280
edfxtp_1,1732,52000
nor2_1,257,965
buf_2,136,681
clkbuf_1,132,495
dfxtp_1,103,2060
and3_1,177,1110
mux4_2,109,2450
a211oi_1,146,1100
nand3_1,188,941
mux2i_1,254,2540
[path summary, 6_finish.rpt]
| check | cells after the start | from | endpoint | slack [ps] |
|---|---|---|---|---|
| setup / recovery | 5 | data_all[2] | display[6] | 124680 |
| hold / removal | 0 | kp1.keypressed_buffer[0] | kp1.keypressed_buffer[1] | 350 |
| setup reg to reg | 16 | flop | cpu.state[2] | 151800 |
| hold reg to reg | 0 | kp1.keypressed_buffer[0] | kp1.keypressed_buffer[1] | 350 |
[kinds of logic (layout without fill, tap and decap cells)]
kind of cell,count (synthesis),in the layout
buffers and inverters,426,685
other,0,1
xor gates and xnor gates,98,98
DFF,1835,1835
adders and majority gates,87,87
and+or+nand+nor,1739,1739
AOI/OAI and AO/OA,943,943
muxes,402,402
[area by class of cell]
type,instances,area share
Multi-Input combinational cell,3269,0.254
Clock buffer,237,0.0536
Antenna cell,1,0.0000286
Sequential cell,1835,0.617
Timing Repair Buffer,296,0.0266
Inverter,76,0.00328
Tap cell,2526,0.0361
Clock inverter,76,0.00921
[metrics by stage]
| step | setup WS, ps | power, mW | instance area (um2) | hold WS [ps] | utilization |
|---|---|---|---|---|---|
| 2_1_floorplan | 126090 | 0.508 | 78100 | 323 | - |
| 3_3_place_gp | 125500 | 0.508 | 82100 | 336 | 0.425 |
| 3_5_place_dp | 125510 | 0.508 | 82100 | 345 | 0.425 |
| 4_1_cts | 124600 | 0.900 | 87600 | 358 | 0.454 |
| 5_1_grt | 124520 | 0.917 | 87600 | 367 | 0.454 |
| 6_report | 124680 | 0.893 | 87600 | 352 | 0.454 |
[worst register-to-register path: stages, from the launching register on]
cell,delay (ps)
dfxtp_2,740
buf_4,560
mux2i_1,290
a22oi_1,240
nand3_4,310
and2_4,560
buf_4,640
buf_4,650
buf_12,520
nand3_2,670
o22ai_1,430
nor4_1,180
a31oi_1,280
a31oi_1,300
nor4_4,500
nand3_1,160
o41a_1,340
[power by group]
group / total [mW] / switching [mW] / internal, mW
Combinational: 0.000184 / 0.0000832 / 0.0000897
Sequential: 0.498 / 0 / 0.498
Clock: 0.395 / 0.175 / 0.220
Total: 0.893 / 0.175 / 0.718
[metal layers]
metal  share of wire  wire length, um  vias to the layer above  GRT usage
li1                -                -                    21500          -
met1            0.36            77700                    23500      0.310
met2            0.45            98900                     2499      0.347
met3            0.15            32300                      431      0.152
met4           0.037             8120                       14     0.0705
met5          0.0016              343                        -     0.0137
Power is estimated from default activity; no workload was simulated.
